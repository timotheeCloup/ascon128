===== ./config.mk =====
export PLATFORM = sky130hd
export DESIGN_NAME = permutation_step2bis
export DESIGN_NICKNAME = permutation_step2bis
export VERILOG_FILES = /design/flow/design.v
export SDC_FILE = /design/flow/constraint.sdc
export NUM_CORES = 4
export LEC_CHECK = 1
export CORE_AREA = 10 10 450 450
export DIE_AREA = 0 0 460 460
export SYNTH_HDL_FRONTEND = slang
export SYNTH_MEMORY_MAX_BITS = 65536

===== ./constraint.sdc =====
current_design permutation_step2bis

set clk_period 4.6
set clk_io_pct 0.2

create_clock -name clk0 -period $clk_period [get_ports {clock_i}]

set non_clock_inputs [all_inputs -no_clocks]
set_input_delay [expr $clk_period * $clk_io_pct] -clock clk0 $non_clock_inputs
set_output_delay [expr $clk_period * $clk_io_pct] -clock clk0 [all_outputs]

===== ./design.v =====
package ascon_pack;
	typedef logic[0:4][63:0] type_state;  
	localparam logic [7:0] round_constant [0:11] = {8'hF0, 8'hE1, 8'hD2, 8'hC3, 8'hB4, 8'hA5, 8'h96, 8'h87, 8'h78, 8'h69, 8'h5A, 8'h4B};
endpackage : ascon_pack
`timescale 1ns/1ps
import ascon_pack::*;
module dff (
input logic clock_i , resetb_i, enable_i ,
input type_state d_i,
output type_state q_o
);
always_ff @( posedge clock_i or negedge resetb_i )
begin :seq_0
if ( resetb_i == 0)
    q_o <= 0;
else if (enable_i == 1)
    q_o <= d_i ;
end : seq_0
endmodule : dff
`timescale 1ns/1ps
import ascon_pack::*;
module mux(
	input type_state mux_perm_in, mux_perm_out,
	input logic selection_i,
	output type_state mux_o
);
assign mux_o = (selection_i) ? mux_perm_out : mux_perm_in;
endmodule
`timescale 1ns/1ps
import ascon_pack::*;
module p(
    	input type_state pin_i, 
		input logic[3:0] roundp_i,
    	output type_state pout_o
);
type_state pcout, psout;
pc pc1(
	.pcin_i(pin_i),
	.round_i(roundp_i),
	.pcout_o(pcout)
);
ps ps1(
	.psin_i(pcout),
	.psout_o(psout)
);
pl pl1(
	.plin_i(psout),
	.plout_o(pout_o)
);
endmodule : p
`timescale 1ns/1ps
import ascon_pack::*;
module pc(
	input type_state pcin_i, 
	input logic[3:0] round_i,
	output type_state pcout_o
);
assign pcout_o[0] = pcin_i[0];
assign pcout_o[1] = pcin_i[1];
assign pcout_o[3] = pcin_i[3];
assign pcout_o[4] = pcin_i[4];
assign pcout_o[2][63:0] = pcin_i[2]^{56'b0,round_constant[round_i]};
endmodule : pc
`timescale 1ns/1ps
import ascon_pack::*;
module permutation_step2bis (
	input type_state permutation_i, 
	input logic[63:0] data_i,
	input logic[127:0] key_i,
	input logic selectionp_i, clock_i, resetb_i, enable_i, bypass_begin_i, bypass_end_i, mode_int_ext_i, mode_init_data_i,
	input logic[3:0] round_i,
	output type_state permutation_o
);
type_state mux_o, p_o, xorb_o, xore_o;
mux m(
	.mux_perm_in(permutation_i),
	.mux_perm_out(permutation_o),
	.selection_i(selectionp_i),
	.mux_o(mux_o)
);
xor_begin XOR_B (
	.state_i(mux_o),
	.data_i(data_i),
	.key_i(key_i),
	.bypass_i(bypass_begin_i),
	.mode_int_ext_i(mode_int_ext_i),
	.state_o(xorb_o)
);
p perm(
	.pin_i(xorb_o),
	.roundp_i(round_i),
	.pout_o(p_o)
);
xor_end XOR_E (
	.state_i(p_o),
	.key_i(key_i),
	.bypass_i(bypass_end_i),
	.mode_init_data_i(mode_init_data_i),
	.state_o(xore_o)
);
dff d(
	.clock_i(clock_i),
	.resetb_i(resetb_i),
	.enable_i(enable_i),
	.d_i(xore_o),
	.q_o(permutation_o)
);
endmodule
`timescale 1ns/1ps
import ascon_pack::*;
module pl(
    input type_state plin_i, 
    output type_state plout_o
);
type_state inter1, inter2;
rotation #(.N(19)) rot_mod0 (
    .rot_i(plin_i[0]),
    .rot_o(inter1[0])
);
rotation #(.N(28)) rot_mod0_2 (
    .rot_i(plin_i[0]),
    .rot_o(inter2[0])
);
rotation #(.N(61)) rot_mod1 (
    .rot_i(plin_i[1]),
    .rot_o(inter1[1])
);
rotation #(.N(39)) rot_mod1_2 (
    .rot_i(plin_i[1]),
    .rot_o(inter2[1])
);
rotation #(.N(1)) rot_mod2 (
    .rot_i(plin_i[2]),
    .rot_o(inter1[2])
);
rotation #(.N(6)) rot_mod2_2 (
    .rot_i(plin_i[2]),
    .rot_o(inter2[2])
);
rotation #(.N(10)) rot_mod3 (
    .rot_i(plin_i[3]),
    .rot_o(inter1[3])
);
rotation #(.N(17)) rot_mod3_2 (
    .rot_i(plin_i[3]),
    .rot_o(inter2[3])
);
rotation #(.N(7)) rot_mod4(
    .rot_i(plin_i[4]),
    .rot_o(inter1[4])
);
rotation #(.N(41)) rot_mod4_2 (
    .rot_i(plin_i[4]),
    .rot_o(inter2[4])
);
genvar i;
generate
	for (i = 0; i < 5 ; i++) begin : label1
	    assign plout_o[i] = plin_i[i] ^ inter1[i] ^ inter2[i];
end
endgenerate
endmodule : pl
`timescale 1ns/1ps
import ascon_pack::*;
module ps(
	input type_state psin_i, 
	output type_state psout_o
);
genvar i;
generate
	for (i=0 ; i < 64 ; i++)
		begin: label1
			sbox s(
			.in_i({psin_i[0][i],psin_i[1][i],psin_i[2][i],psin_i[3][i],psin_i[4][i]}),
			.out_o({psout_o[0][i],psout_o[1][i],psout_o[2][i],psout_o[3][i],psout_o[4][i]})
			);
		end
endgenerate
endmodule : ps
`timescale 1ns/1ps
module rotation #(parameter N = 1) (
	input logic[63:0] rot_i, 
	output logic[63:0] rot_o
);
always @(rot_i)
	begin
		rot_o = {rot_i[N-1:0], rot_i[63:N]};
	end
endmodule : rotation
`timescale 1ns/1ps
import ascon_pack::*;
module sbox (
  input logic [4:0] in_i,
  output logic [4:0] out_o
);
always @(in_i)
begin : ps_behav
	case(in_i)
		5'h00: out_o = 5'h04; 
		5'h01: out_o = 5'h0B;
		5'h02: out_o = 5'h1F;
		5'h03: out_o = 5'h14;
		5'h04: out_o = 5'h1A;
		5'h05: out_o = 5'h15;
		5'h06: out_o = 5'h09;
		5'h07: out_o = 5'h02;
		5'h08: out_o = 5'h1B;
		5'h09: out_o = 5'h05;
		5'h0A: out_o = 5'h08;
		5'h0B: out_o = 5'h12;
		5'h0C: out_o = 5'h1D;
		5'h0D: out_o = 5'h03;
		5'h0E: out_o = 5'h06;
		5'h0F: out_o = 5'h1C;
		5'h10: out_o = 5'h1E;
		5'h11: out_o = 5'h13;
		5'h12: out_o = 5'h07;
		5'h13: out_o = 5'h0E;
		5'h14: out_o = 5'h00;
		5'h15: out_o = 5'h0D;
		5'h16: out_o = 5'h11;
		5'h17: out_o = 5'h18;
		5'h18: out_o = 5'h10;
		5'h19: out_o = 5'h0C;
		5'h1A: out_o = 5'h01;
		5'h1B: out_o = 5'h19;
		5'h1C: out_o = 5'h16;
		5'h1D: out_o = 5'h0A;
		5'h1E: out_o = 5'h0F;
		5'h1F: out_o = 5'h17;
		default: out_o = 5'h00;
	endcase
end : ps_behav
endmodule : sbox
`timescale 1ns/1ps
import ascon_pack::*;
module xor_begin(
	input type_state state_i, 
	input logic[63:0] data_i,
	input logic[127:0] key_i,
	input logic bypass_i, mode_int_ext_i,
	output type_state state_o
);
always @*
case({bypass_i, mode_int_ext_i})
	2'b00: 	begin 	state_o[0] = state_i[0]^data_i; 
			state_o[1] = state_i[1];
			state_o[2] = state_i[2];
			state_o[3] = state_i[3];
			state_o[4] = state_i[4];
end
	2'b01: 	begin 	
			state_o[0] = state_i[0]^data_i; ;
			state_o[1] = state_i[1]^key_i[127:64];
			state_o[2] = state_i[2]^key_i[63:0]; 
			state_o[3] = state_i[3];
			state_o[4] = state_i[4];
end
	2'b10: 	state_o = state_i;
	2'b11: 	state_o = state_i;
	default: state_o = state_i;
endcase
endmodule : xor_begin
`timescale 1ns/1ps
import ascon_pack::*;
module xor_end(
	input type_state state_i, 
	input logic[127:0] key_i,
	input logic bypass_i, mode_init_data_i,
	output type_state state_o
);
always @*
case({bypass_i, mode_init_data_i})
	2'b00: 	begin 
		state_o[0] = state_i[0];
		state_o[1] = state_i[1];
		state_o[2] = state_i[2];
		state_o[3] = state_i[3]^key_i[127:64]; 
		state_o[4] = state_i[4]^key_i[63:0]; 
end
	2'b01: 	begin 
		state_o[0] = state_i[0];
		state_o[1] = state_i[1];
		state_o[2] = state_i[2];
		state_o[3] = state_i[3];						
		state_o[4] = state_i[4]^{63'b0,1'b1};
end
	2'b10: 	state_o = state_i;
	2'b11: 	state_o = state_i;
	default: state_o = state_i;
endcase
endmodule : xor_end

===== ./run.sh =====
#!/bin/bash
# OpenROAD 26Q1-2900-gdf79404cd8, Yosys 0.63+post, stock flow scripts
make -C /OpenROAD-flow-scripts/flow DESIGN_CONFIG=/design/flow/config.mk WORK_HOME=/design/flow/orfs finish

==> out/metrics.yaml <==
worstPathArrival_ns: 4.91
finalMaxSlewViolations: 0
combPwrFrac: 0.809
largest_register: "d.q_o"
ff_type: "dfrtp_1"
first_pass_iters: 7
numCtsBuffers: 47
most_common_cell: "xnor2_1"
yosys-stat-cells: 3828
hold_viol_final: 0
clock_latency_ns: 0.66
switching_share: 0.507
hp-class: "input pin to async pin"
crit_chain: "buf_8 > buf_12 > mux2i_1 > ha_1 > and3_1 > or4_1 > xor2_1 > xnor2_1 > xnor2_1 > mux2_2"
areaGrowthSynthToFinish_pct: 48.0
cpMaxStageDelayCell: "xor2_1"
cts-resized-gates: 0
p_clk_frac: 0.067
ys_chip_area_mm2: 0.0360
core_util_floorplan: 0.187
dp_hpwl_mm: 233
regToRegSetupSlack_ns: 0.71
final-setup-viol-count: 0
via_per_inst: 4.38
end_kind: "flip-flop"
warnings: 88
worstReg2RegStart: "d.q_o[233]"
fmax_mhz: 228
drv_cap: 0
edf_count: 0
cp-startpoint: "selectionp_i"
p_per_area_mw_per_mm2: 1150
cts_max_level: 2
power.internal_uw: 30100
path_class: "input pin to flip-flop"
synth.cell_area_mm2: 0.0360
synth_cells: 3828
ctsHoldBuffers: 0
yosys.area.top_type: "xnor2_1"
pin_count: 844
cts.sinks: 320
cts_tree: "built"
post-route-period-util: 0.953
synth_area_per_cell_um2: 9.40
grt_first_pass_wirelength_mm: 341
outcome: "complete, no violations"
gr-usage-all-layers: 0.248
die_w_um: 460
dp.cells: 7605
route.detailed.drc: 0
top_cell_area_share: 0.233
clockBufferDepth: 3
clkTransAtPathRegs_ns: 0.06
routedWlPerCell_um: 34.5
crit_top_cell: "xnor2_1"
cts_setup_buffers: 0
row_count: 161
topCellsByArea: "xnor2_1 23%, dfrtp_1 22%, mux2i_1 12%"
clock_skew_ns: 0.0420
ant_nets: 0
max_stage_delay_ns: 0.92
die_h_um: 460
peakVddDrop_mv: 0.405
numSynthFlops: 320
place_area_mm2: 0.0516
vias: 33788
synth_seq_share: 0.222
core_area_mm2: 0.193
drive_above_1_share: 0.175
numPortBuffers: 843
finalNonFillerCells: 7711
reg.largest.list: "d.q_o x320"
period_needed_ns: 4.38
grt_pass1_vias: 33892
antenna_found_initial: 56
ys_async_sr_fraction: 1.00
worst_pin_slew_ns: 1.18
p_seq_frac: 0.124
gr-total-overflow: 0
wirelength_mm: 266
drt_iter0_drc: 2441
routabilityCongestion: 1.01
synth_warnings: 0
finalInstanceArea_mm2: 0.0533
ys_top_cells_by_count: "958 x xnor2_1, 420 x mux2i_1, 397 x xor2_1"
cp.required_ns: 5.13
worstPathMaxFanout: 37
relSlewSlack: 0.211
cts-root-buf: "clkbuf_16"
final_core_util: 0.277
largest_reg_flops: 320
die_area_mm2: 0.212
p_sw_uw: 31000
synth_cell_types: 45
tns_ns: 0
grt_max_degree: 103
leakage_uw: 0.0213
start_kind: "input pin"
rsz0062_at_grt: "false"
-- stage by stage --
step | total power (uW) | hold WS (ns) | setup slack [ns]
CTS | 61000 | 0.232 | 0.439
global route | 63900 | 0.242 | 0.351
floorplan | 30700 | 0.480 | 0.588
detailed placement | 56400 | 0.523 | -0.252
global placement | 56600 | 0.522 | -0.227
finish | 61100 | 0.221 | 0.216
-- area by class of cell --
type,count,area (um2)
inverter,151,567
tap,2526,3160
sequential,320,8010
fill,20300,139000
clock buffer,65,1390
multi-input combinational,3223,26700
clock inverter,17,255
antenna,24,60.1
timing repair buffer,1385,13200
-- layer usage --
layer,vias to the layer above,global-route usage,wire [um]
li1,15285,-,-
met1,16564,0.322,112000
met2,1520,0.375,116000
met3,389,0.0812,23500
met4,30,0.107,14500
met5,-,0,190
-- cell usage in the layout (no fill, tap or decap), drive strengths merged, types with 18 or more instances in the layout --
cell / n
nand2b: 55
clkbuf: 65
xor2: 404
diode: 24
maj3: 102
a21oi: 251
clkdlybuf4s50: 838
ha: 124
mux2: 183
nand3b: 113
dfrtp: 320
nor2: 259
nor3: 20
buf: 547
nand2: 204
inv: 152
xnor2: 984
o21ai: 18
mux2i: 435
-- critical path: cells and delay by family --
| family | cells | cell delay, ns |
|---|---|---|
| XOR/XNOR | 3 | 1.50 |
| AND/OR/NAND/NOR | 2 | 0.65 |
| multiplexers | 2 | 0.82 |
| buffers and inverters | 2 | 0.61 |
| adder cells (fa/ha/maj) | 1 | 0.37 |
-- kinds of logic (layout without fill, tap and decap cells) --
group | after synthesis | in the layout | synth area share
AND-OR/OR-AND | 279 | 279 | 0.0430
XOR/XNOR | 1397 | 1397 | 0.350
adder cells (fa/ha/maj) | 226 | 226 | 0.0715
buffers and inverters | 285 | 1618 | 0.0384
flip-flops | 320 | 320 | 0.222
multiplexers | 618 | 618 | 0.181
other | 0 | 24 | 0
AND/OR/NAND/NOR | 703 | 703 | 0.0937
-- power by group through the flow --
| stage | logic (uW) | clock network (uW) | registers (uW) |
|---|---|---|---|
| finish | 49400 | 4100 | 7600 |
| CTS | 49200 | 4180 | 7600 |
| global route | 52000 | 4280 | 7620 |
-- worst paths after layout --
path | endpoint | cells after the start
setup reg to reg | d.q_o[236] | 8
hold / removal | d.q_o[90] | 1
max in group asynchronous | d.q_o[252] | 2
setup / recovery | d.q_o[236] | 10
hold reg to reg | d.q_o[100] | 1
min in group clk0 | d.q_o[100] | 1
Power is estimated from default activity; no workload was simulated.
