<file path="design.v">
package ascon_pack;
	typedef logic[0:4][63:0] type_state;  
	localparam logic [7:0] round_constant [0:11] = {8'hF0, 8'hE1, 8'hD2, 8'hC3, 8'hB4, 8'hA5, 8'h96, 8'h87, 8'h78, 8'h69, 8'h5A, 8'h4B};
endpackage : ascon_pack
`timescale 1ns/1ps
import ascon_pack::*;
module dff (
input logic clock_i , resetb_i, enable_i ,
input type_state d_i,
output type_state q_o
);
always_ff @( posedge clock_i or negedge resetb_i )
begin :seq_0
if ( resetb_i == 0)
    q_o <= 0;
else if (enable_i == 1)
    q_o <= d_i ;
end : seq_0
endmodule : dff
`timescale 1ns/1ps
import ascon_pack::*;
module mux(
	input type_state mux_perm_in, mux_perm_out,
	input logic selection_i,
	output type_state mux_o
);
assign mux_o = (selection_i) ? mux_perm_out : mux_perm_in;
endmodule
`timescale 1ns/1ps
import ascon_pack::*;
module p(
    	input type_state pin_i, 
		input logic[3:0] roundp_i,
    	output type_state pout_o
);
type_state pcout, psout;
pc pc1(
	.pcin_i(pin_i),
	.round_i(roundp_i),
	.pcout_o(pcout)
);
ps ps1(
	.psin_i(pcout),
	.psout_o(psout)
);
pl pl1(
	.plin_i(psout),
	.plout_o(pout_o)
);
endmodule : p
`timescale 1ns/1ps
import ascon_pack::*;
module pc(
	input type_state pcin_i, 
	input logic[3:0] round_i,
	output type_state pcout_o
);
assign pcout_o[0] = pcin_i[0];
assign pcout_o[1] = pcin_i[1];
assign pcout_o[3] = pcin_i[3];
assign pcout_o[4] = pcin_i[4];
assign pcout_o[2][63:0] = pcin_i[2]^{56'b0,round_constant[round_i]};
endmodule : pc
`timescale 1ns/1ps
import ascon_pack::*;
module permutation_step2 (
	input type_state permutation_i, 
	input logic[63:0] data_i,
	input logic[127:0] key_i,
	input logic selectionp_i, clock_i, resetb_i, enable_i, bypass_i, mode_int_ext_i,
	input logic[3:0] round_i,
	output type_state permutation_o
);
type_state mux_o, p_o, xor_o;
mux m(
	.mux_perm_in(permutation_i),
	.mux_perm_out(permutation_o),
	.selection_i(selectionp_i),
	.mux_o(mux_o)
);
xor_begin XOR (
	.state_i(mux_o),
	.data_i(data_i),
	.key_i(key_i),
	.bypass_i(bypass_i),
	.mode_int_ext_i(mode_int_ext_i),
	.state_o(xor_o)
);
p perm(
	.pin_i(xor_o),
	.roundp_i(round_i),
	.pout_o(p_o)
);
dff d(
	.clock_i(clock_i),
	.resetb_i(resetb_i),
	.enable_i(enable_i),
	.d_i(p_o),
	.q_o(permutation_o)
);
endmodule
`timescale 1ns/1ps
import ascon_pack::*;
module pl(
    input type_state plin_i, 
    output type_state plout_o
);
type_state inter1, inter2;
rotation #(.N(19)) rot_mod0 (
    .rot_i(plin_i[0]),
    .rot_o(inter1[0])
);
rotation #(.N(28)) rot_mod0_2 (
    .rot_i(plin_i[0]),
    .rot_o(inter2[0])
);
rotation #(.N(61)) rot_mod1 (
    .rot_i(plin_i[1]),
    .rot_o(inter1[1])
);
rotation #(.N(39)) rot_mod1_2 (
    .rot_i(plin_i[1]),
    .rot_o(inter2[1])
);
rotation #(.N(1)) rot_mod2 (
    .rot_i(plin_i[2]),
    .rot_o(inter1[2])
);
rotation #(.N(6)) rot_mod2_2 (
    .rot_i(plin_i[2]),
    .rot_o(inter2[2])
);
rotation #(.N(10)) rot_mod3 (
    .rot_i(plin_i[3]),
    .rot_o(inter1[3])
);
rotation #(.N(17)) rot_mod3_2 (
    .rot_i(plin_i[3]),
    .rot_o(inter2[3])
);
rotation #(.N(7)) rot_mod4(
    .rot_i(plin_i[4]),
    .rot_o(inter1[4])
);
rotation #(.N(41)) rot_mod4_2 (
    .rot_i(plin_i[4]),
    .rot_o(inter2[4])
);
genvar i;
generate
	for (i = 0; i < 5 ; i++) begin : label1
	    assign plout_o[i] = plin_i[i] ^ inter1[i] ^ inter2[i];
end
endgenerate
endmodule : pl
`timescale 1ns/1ps
import ascon_pack::*;
module ps(
	input type_state psin_i, 
	output type_state psout_o
);
genvar i;
generate
	for (i=0 ; i < 64 ; i++)
		begin: label1
			sbox s(
			.in_i({psin_i[0][i],psin_i[1][i],psin_i[2][i],psin_i[3][i],psin_i[4][i]}),
			.out_o({psout_o[0][i],psout_o[1][i],psout_o[2][i],psout_o[3][i],psout_o[4][i]})
			);
		end
endgenerate
endmodule : ps
`timescale 1ns/1ps
module rotation #(parameter N = 1) (
	input logic[63:0] rot_i, 
	output logic[63:0] rot_o
);
always @(rot_i)
	begin
		rot_o = {rot_i[N-1:0], rot_i[63:N]};
	end
endmodule : rotation
`timescale 1ns/1ps
import ascon_pack::*;
module sbox (
  input logic [4:0] in_i,
  output logic [4:0] out_o
);
always @(in_i)
begin : ps_behav
	case(in_i)
		5'h00: out_o = 5'h04; 
		5'h01: out_o = 5'h0B;
		5'h02: out_o = 5'h1F;
		5'h03: out_o = 5'h14;
		5'h04: out_o = 5'h1A;
		5'h05: out_o = 5'h15;
		5'h06: out_o = 5'h09;
		5'h07: out_o = 5'h02;
		5'h08: out_o = 5'h1B;
		5'h09: out_o = 5'h05;
		5'h0A: out_o = 5'h08;
		5'h0B: out_o = 5'h12;
		5'h0C: out_o = 5'h1D;
		5'h0D: out_o = 5'h03;
		5'h0E: out_o = 5'h06;
		5'h0F: out_o = 5'h1C;
		5'h10: out_o = 5'h1E;
		5'h11: out_o = 5'h13;
		5'h12: out_o = 5'h07;
		5'h13: out_o = 5'h0E;
		5'h14: out_o = 5'h00;
		5'h15: out_o = 5'h0D;
		5'h16: out_o = 5'h11;
		5'h17: out_o = 5'h18;
		5'h18: out_o = 5'h10;
		5'h19: out_o = 5'h0C;
		5'h1A: out_o = 5'h01;
		5'h1B: out_o = 5'h19;
		5'h1C: out_o = 5'h16;
		5'h1D: out_o = 5'h0A;
		5'h1E: out_o = 5'h0F;
		5'h1F: out_o = 5'h17;
		default: out_o = 5'h00;
	endcase
end : ps_behav
endmodule : sbox
`timescale 1ns/1ps
import ascon_pack::*;
module xor_begin(
	input type_state state_i, 
	input logic[63:0] data_i,
	input logic[127:0] key_i,
	input logic bypass_i, mode_int_ext_i,
	output type_state state_o
);
always @*
case({bypass_i, mode_int_ext_i})
	2'b00: 	begin 	state_o[0] = state_i[0]^data_i; 
			state_o[1] = state_i[1];
			state_o[2] = state_i[2];
			state_o[3] = state_i[3];
			state_o[4] = state_i[4];
end
	2'b01: 	begin 	
			state_o[0] = state_i[0]^data_i; ;
			state_o[1] = state_i[1]^key_i[127:64];
			state_o[2] = state_i[2]^key_i[63:0]; 
			state_o[3] = state_i[3];
			state_o[4] = state_i[4];
end
	2'b10: 	state_o = state_i;
	2'b11: 	state_o = state_i;
	default: state_o = state_i;
endcase
endmodule : xor_begin
</file>
<file path="run.sh">
#!/bin/bash
# OpenROAD 26Q1-2900-gdf79404cd8, Yosys 0.63+post, stock flow scripts
make -C /OpenROAD-flow-scripts/flow DESIGN_CONFIG=/design/flow/config.mk WORK_HOME=/design/flow/orfs finish
</file>
<file path="config.mk">
export PLATFORM = sky130hd
export DESIGN_NAME = permutation_step2
export DESIGN_NICKNAME = permutation_step2
export VERILOG_FILES = /design/flow/design.v
export SDC_FILE = /design/flow/constraint.sdc
export NUM_CORES = 4
export LEC_CHECK = 1
export CORE_AREA = 10 10 439 439
export DIE_AREA = 0 0 449 449
export SYNTH_HDL_FRONTEND = slang
export SYNTH_MEMORY_MAX_BITS = 65536
</file>
<file path="constraint.sdc">
current_design permutation_step2

set clk_period 4.6
set clk_io_pct 0.2

create_clock -name clk0 -period $clk_period [get_ports {clock_i}]

set non_clock_inputs [all_inputs -no_clocks]
set_input_delay [expr $clk_period * $clk_io_pct] -clock clk0 $non_clock_inputs
set_output_delay [expr $clk_period * $clk_io_pct] -clock clk0 [all_outputs]
</file>
==> results.json <==
{
  "rows": 157,
  "cts_sinks": 320,
  "setup_tns_ns": 0,
  "fp.dieH_um": 449,
  "relSlewSlack": 0.04752,
  "grt_max_degree": 105,
  "grt_setup_unrepaired": "no",
  "fillers": 19260,
  "ys_types": 46,
  "hold_viol_final": 0,
  "clock_skew_ns": 0.04705,
  "openroad.warnings": 92,
  "drtPass1Iterations": 5,
  "rr_startpoint": "d.q_o[137]",
  "drv_slew": 0,
  "crit_family": "buffers and inverters",
  "r2r-end": "d.q_o[204]",
  "regMostFlops": "d.q_o",
  "tightest_slew_ns": 1.389,
  "core-area_mm2": 0.1831,
  "cts_tree": "yes",
  "cap_violations": 0,
  "p_sw_w": 0.02916,
  "critPathKind": "in -> reg",
  "critPathBufInv": 4,
  "crit_path_end": "d.q_o[166]",
  "ys_ff": 320,
  "arrival_ns": 4.76,
  "synth_area_mm2": 0.03422,
  "clock_latency_ns": 0.63,
  "p_int_w": 0.02823,
  "swShare": 0.5081,
  "critical_path.cell_chain": "buf_4 > buf_4 > buf_4 > nand3b_1 > xnor2_1 > xnor2_1 > mux2i_1 > buf_4 > xnor2_1 > xnor2_1 > a21oi_1",
  "die-area_mm2": 0.2016,
  "place_congestion": 1.030,
  "worst-path-stages": 11,
  "vias_per_cell": 4.347,
  "drtIter0Drc": 2029,
  "worst_setup_path_end_kind": "flop",
  "holdBufCountCts": 0,
  "first_global_vias": 32100,
  "finalClockPeriodUsage": 0.9305,
  "cp.required_ns": 5.08,
  "ys_cells": 3525,
  "grt.overflow.total": 0,
  "initCoreUtil": 0.1869,
  "clockBufferDepth": 3,
  "io_buffers": 841,
  "dp.cells": 7152,
  "drive_gt1_frac": 0.1635,
  "antenna_found_initial": 33,
  "grt_usage": 0.2334,
  "setup.worst_path.start_class": "primary input",
  "cts_root_buffer": "clkbuf_16",
  "yosys_warnings": 0,
  "vias": 31490,
  "wl_per_cell_um": 33.22,
  "syn_to_final_growth_pct": 46.93,
  "finalSetupViolCount": 0,
  "hp-class": "in -> async",
  "drc": 0,
  "ys_seq_share": 0.2340,
  "powerDensity_mw_per_mm2": 1141,
  "pin_count": 842,
  "combinationalPowerShare": 0.795,
  "grt_pass1_wl_um": 311100,
  "ant_nets": 0,
  "cts_setup_buffers": 0,
  "die_w_um": 449,
  "status": "completed",
  "min_period_ns": 4.280,
  "syn_avg_cell_area_um2": 9.708,
  "critPathLaunch": "bypass_i",
  "cp_max_fo": 21,
  "stdcell_count": 7243,
  "rr_worst_depth": 8,
  "clk_pin_slew_worst_paths_ns": 0.06,
  "peakVddDrop_mv": 0.4074,
  "power_frac_clock": 0.067,
  "seq_power_share": 0.138,
  "drt_wl_total_um": 240600,
  "cts_resized": 0,
  "timing.fmax_mhz": 233.6,
  "p_leak_nw": 20.16,
  "crit_path_max_incr_delay_ns": 1.15,
  "hpwl_um": 211000,
  "synth_chip_area_mm2": 0.03422,
  "reg2reg_slack_ns": 1.06,
  "cts.htree.levels": 2,
  "cts_made_buffers": 44,
  "netlist_instances": 3525,
  "reg_top3": "d.q_o: 320 flops",
  "cp_slowest_cell": "mux2i_1",
  "largest_reg_flops": 320
}
-- power by group through the flow --
stage | clock network [W] | logic [W] | registers [W]
4_1_cts | 0.00389 | 0.0454 | 0.00789
5_1_grt | 0.00398 | 0.0479 | 0.00784
6_report | 0.00384 | 0.0457 | 0.00790
-- worst reg2reg max path, cell delays in order, from the launching register on --
cell and delay, ns:
dfrtp_1 0.55, mux2i_1 0.16, xnor2_1 0.78, nor3_1 0.10, or4_4 0.56, xnor2_2 0.41, xnor2_1 0.17, xnor2_1 0.49
mux2_2 0.26
-- synthesized netlist by cell type, drive strengths merged --
library cell  count  area, µm²
clkbuf           66      249.0
buf              52      508.0
nand3             6      30.03
or4               6      52.55
xor3              4      95.09
xnor3             8      180.2
mux2            204       2297
nor3b            10      75.07
maj3             95      952.2
nor2b             9      56.30
nor4              5      31.28
a211oi            2      15.01
a31o              1      8.760
o21ai            21      105.1
nand2b           57      356.6
or3               6      37.54
nand3b          116      870.8
mux2i           436       4405
a21oi           222       1242
xnor2           928       8237
inv             144      540.5
nor3             17      85.08
nor2            232      870.8
and3b             8      70.07
nand2            82      307.8
nand4             3      18.77
xor2            319       2801
a31oi             1      6.260
ha              128       1602
dfrtp           320       8008
and3             17      106.4
-- layout by cell type (no fill, tap or decap), types with 6 or more instances in the layout --
| master | instances |
|---|---|
| a21oi_1 | 193 |
| diode_2 | 14 |
| xnor3_1 | 8 |
| nand2_1 | 82 |
| and3b_1 | 8 |
| xor2_1 | 318 |
| clkbuf_16 | 44 |
| clkbuf_8 | 14 |
| mux2i_1 | 427 |
| nor3b_1 | 10 |
| xnor2_1 | 914 |
| nor3_1 | 17 |
| mux2i_2 | 6 |
| xnor2_2 | 13 |
| nand3b_1 | 116 |
| inv_1 | 144 |
| or3_1 | 6 |
| mux2_2 | 204 |
| o21ai_0 | 17 |
| nor2_1 | 232 |
| nand2b_1 | 57 |
| a21oi_2 | 26 |
| nor2b_1 | 9 |
| buf_4 | 412 |
| clkdlybuf4s50_1 | 836 |
| buf_12 | 30 |
| maj3_1 | 94 |
| dfrtp_1 | 320 |
| nand3_1 | 6 |
| ha_1 | 128 |
| bufinv_16 | 6 |
| and3_1 | 17 |
-- kinds of logic after synthesis --
group	share of synthesized area
xor+xnor	0.3306
flops	0.2340
mux	0.1959
simple gates	0.08676
compound gates	0.04025
buf+inv	0.03791
fa+ha+maj	0.07462
-- layer usage --
metal / track usage / routed length [µm] / vias up
met4: 0.1345 / 18280 / 24
met2: 0.3954 / 117000 / 1153
met3: 0.06306 / 16510 / 403
met1: 0.2633 / 88620 / 15740
met5: 0 / 171 / -
li1: - / - / 14160
-- area by class of cell --
class                      instances  area [µm²]  share of cell area
inverter                         144       540.5             0.01075
antenna                           14       35.03           0.0006967
clock buffer                      63        1313             0.02610
timing repair buffer            1281       12110              0.2408
multi-input combinational       2943       24950              0.4961
clock inverter                    14       250.2            0.004977
sequential                       320        8008              0.1593
tap                             2464        3083             0.06131
-- through the flow --
stage	utilization	power (W)	instance area [µm²]	setup WS, ns	hold WS (ns)
final	0.2746	0.05739	50280	0.3196	0.2475
after global routing	0.2746	0.05972	50270	0.3893	0.2920
after CTS	0.2745	0.05720	50250	0.5652	0.2959
after detailed placement	0.2659	0.05298	48680	-0.07886	0.5286
after global placement	0.2659	0.05306	48680	-0.08352	0.5269
after floorplan	-	0.02943	34220	0.7873	0.4750
-- how the worst min path moves through the flow --
| stage | startpoint | to | cells after the start |
|---|---|---|---|
| finish | resetb_i | d.q_o[186] | 1 |
| global route | resetb_i | d.q_o[186] | 1 |
| CTS | resetb_i | d.q_o[186] | 1 |
No activity file was given, so power comes from the tool's default toggle rates.
