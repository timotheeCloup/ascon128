==> design.v <==
package ascon_pack;
	typedef logic[0:4][63:0] type_state;  
	localparam logic [7:0] round_constant [0:11] = {8'hF0, 8'hE1, 8'hD2, 8'hC3, 8'hB4, 8'hA5, 8'h96, 8'h87, 8'h78, 8'h69, 8'h5A, 8'h4B};
endpackage : ascon_pack
`timescale 1ns/1ps
import ascon_pack::*;
module dff (
input logic clock_i , resetb_i, enable_i ,
input type_state d_i,
output type_state q_o
);
always_ff @( posedge clock_i or negedge resetb_i )
begin :seq_0
if ( resetb_i == 0)
    q_o <= 0;
else if (enable_i == 1)
    q_o <= d_i ;
end : seq_0
endmodule : dff
`timescale 1ns/1ps
import ascon_pack::*;
module mux(
	input type_state mux_perm_in, mux_perm_out,
	input logic selection_i,
	output type_state mux_o
);
assign mux_o = (selection_i) ? mux_perm_out : mux_perm_in;
endmodule
`timescale 1ns/1ps
import ascon_pack::*;
module p(
    	input type_state pin_i, 
		input logic[3:0] roundp_i,
    	output type_state pout_o
);
type_state pcout, psout;
pc pc1(
	.pcin_i(pin_i),
	.round_i(roundp_i),
	.pcout_o(pcout)
);
ps ps1(
	.psin_i(pcout),
	.psout_o(psout)
);
pl pl1(
	.plin_i(psout),
	.plout_o(pout_o)
);
endmodule : p
`timescale 1ns/1ps
import ascon_pack::*;
module pc(
	input type_state pcin_i, 
	input logic[3:0] round_i,
	output type_state pcout_o
);
assign pcout_o[0] = pcin_i[0];
assign pcout_o[1] = pcin_i[1];
assign pcout_o[3] = pcin_i[3];
assign pcout_o[4] = pcin_i[4];
assign pcout_o[2][63:0] = pcin_i[2]^{56'b0,round_constant[round_i]};
endmodule : pc
`timescale 1ns/1ps
import ascon_pack::*;
module permutation_step3 (
	input type_state permutation_i, 
	input logic[63:0] data_i,
	input logic[127:0] key_i,
	input logic selectionp_i, clock_i, resetb_i, enable_i, bypass_i, mode_int_ext_i,
	input logic[3:0] round_i,
	output type_state permutation_o,
	output logic[63:0] C_o
);
type_state mux_o, p_o, xor_o;
mux m(
	.mux_perm_in(permutation_i),
	.mux_perm_out(permutation_o),
	.selection_i(selectionp_i),
	.mux_o(mux_o)
);
xor_begin XOR (
	.state_i(mux_o),
	.data_i(data_i),
	.key_i(key_i),
	.bypass_i(bypass_i),
	.mode_int_ext_i(mode_int_ext_i),
	.state_o(xor_o)
);
assign C_o = xor_o[0];
p perm(
	.pin_i(xor_o),
	.roundp_i(round_i),
	.pout_o(p_o)
);
dff d(
	.clock_i(clock_i),
	.resetb_i(resetb_i),
	.enable_i(enable_i),
	.d_i(p_o),
	.q_o(permutation_o)
);
endmodule
`timescale 1ns/1ps
import ascon_pack::*;
module pl(
    input type_state plin_i, 
    output type_state plout_o
);
type_state inter1, inter2;
rotation #(.N(19)) rot_mod0 (
    .rot_i(plin_i[0]),
    .rot_o(inter1[0])
);
rotation #(.N(28)) rot_mod0_2 (
    .rot_i(plin_i[0]),
    .rot_o(inter2[0])
);
rotation #(.N(61)) rot_mod1 (
    .rot_i(plin_i[1]),
    .rot_o(inter1[1])
);
rotation #(.N(39)) rot_mod1_2 (
    .rot_i(plin_i[1]),
    .rot_o(inter2[1])
);
rotation #(.N(1)) rot_mod2 (
    .rot_i(plin_i[2]),
    .rot_o(inter1[2])
);
rotation #(.N(6)) rot_mod2_2 (
    .rot_i(plin_i[2]),
    .rot_o(inter2[2])
);
rotation #(.N(10)) rot_mod3 (
    .rot_i(plin_i[3]),
    .rot_o(inter1[3])
);
rotation #(.N(17)) rot_mod3_2 (
    .rot_i(plin_i[3]),
    .rot_o(inter2[3])
);
rotation #(.N(7)) rot_mod4(
    .rot_i(plin_i[4]),
    .rot_o(inter1[4])
);
rotation #(.N(41)) rot_mod4_2 (
    .rot_i(plin_i[4]),
    .rot_o(inter2[4])
);
genvar i;
generate
	for (i = 0; i < 5 ; i++) begin : label1
	    assign plout_o[i] = plin_i[i] ^ inter1[i] ^ inter2[i];
end
endgenerate
endmodule : pl
`timescale 1ns/1ps
import ascon_pack::*;
module ps(
	input type_state psin_i, 
	output type_state psout_o
);
genvar i;
generate
	for (i=0 ; i < 64 ; i++)
		begin: label1
			sbox s(
			.in_i({psin_i[0][i],psin_i[1][i],psin_i[2][i],psin_i[3][i],psin_i[4][i]}),
			.out_o({psout_o[0][i],psout_o[1][i],psout_o[2][i],psout_o[3][i],psout_o[4][i]})
			);
		end
endgenerate
endmodule : ps
`timescale 1ns/1ps
module rotation #(parameter N = 1) (
	input logic[63:0] rot_i, 
	output logic[63:0] rot_o
);
always @(rot_i)
	begin
		rot_o = {rot_i[N-1:0], rot_i[63:N]};
	end
endmodule : rotation
`timescale 1ns/1ps
import ascon_pack::*;
module sbox (
  input logic [4:0] in_i,
  output logic [4:0] out_o
);
always @(in_i)
begin : ps_behav
	case(in_i)
		5'h00: out_o = 5'h04; 
		5'h01: out_o = 5'h0B;
		5'h02: out_o = 5'h1F;
		5'h03: out_o = 5'h14;
		5'h04: out_o = 5'h1A;
		5'h05: out_o = 5'h15;
		5'h06: out_o = 5'h09;
		5'h07: out_o = 5'h02;
		5'h08: out_o = 5'h1B;
		5'h09: out_o = 5'h05;
		5'h0A: out_o = 5'h08;
		5'h0B: out_o = 5'h12;
		5'h0C: out_o = 5'h1D;
		5'h0D: out_o = 5'h03;
		5'h0E: out_o = 5'h06;
		5'h0F: out_o = 5'h1C;
		5'h10: out_o = 5'h1E;
		5'h11: out_o = 5'h13;
		5'h12: out_o = 5'h07;
		5'h13: out_o = 5'h0E;
		5'h14: out_o = 5'h00;
		5'h15: out_o = 5'h0D;
		5'h16: out_o = 5'h11;
		5'h17: out_o = 5'h18;
		5'h18: out_o = 5'h10;
		5'h19: out_o = 5'h0C;
		5'h1A: out_o = 5'h01;
		5'h1B: out_o = 5'h19;
		5'h1C: out_o = 5'h16;
		5'h1D: out_o = 5'h0A;
		5'h1E: out_o = 5'h0F;
		5'h1F: out_o = 5'h17;
		default: out_o = 5'h00;
	endcase
end : ps_behav
endmodule : sbox
`timescale 1ns/1ps
import ascon_pack::*;
module xor_begin(
	input type_state state_i, 
	input logic[63:0] data_i,
	input logic[127:0] key_i,
	input logic bypass_i, mode_int_ext_i,
	output type_state state_o
);
always @*
case({bypass_i, mode_int_ext_i})
	2'b00: 	begin 	state_o[0] = state_i[0]^data_i; 
			state_o[1] = state_i[1];
			state_o[2] = state_i[2];
			state_o[3] = state_i[3];
			state_o[4] = state_i[4];
end
	2'b01: 	begin 	
			state_o[0] = state_i[0]^data_i; ;
			state_o[1] = state_i[1]^key_i[127:64];
			state_o[2] = state_i[2]^key_i[63:0]; 
			state_o[3] = state_i[3];
			state_o[4] = state_i[4];
end
	2'b10: 	state_o = state_i;
	2'b11: 	state_o = state_i;
	default: state_o = state_i;
endcase
endmodule : xor_begin
==> run.sh <==
#!/bin/bash
# OpenROAD 26Q1-2900-gdf79404cd8, Yosys 0.63+post, stock flow scripts
make -C /OpenROAD-flow-scripts/flow DESIGN_CONFIG=/design/flow/config.mk WORK_HOME=/design/flow/orfs finish
==> config.mk <==
export PLATFORM = sky130hd
export DESIGN_NAME = permutation_step3
export DESIGN_NICKNAME = permutation_step3
export VERILOG_FILES = /design/flow/design.v
export SDC_FILE = /design/flow/constraint.sdc
export NUM_CORES = 4
export LEC_CHECK = 1
export CORE_AREA = 10 10 562 562
export DIE_AREA = 0 0 572 572
export SYNTH_HDL_FRONTEND = slang
export SYNTH_MEMORY_MAX_BITS = 65536
==> constraint.sdc <==
current_design permutation_step3

set clk_period 2.8
set clk_io_pct 0.2

create_clock -name clk0 -period $clk_period [get_ports {clock_i}]

set non_clock_inputs [all_inputs -no_clocks]
set_input_delay [expr $clk_period * $clk_io_pct] -clock clk0 $non_clock_inputs
set_output_delay [expr $clk_period * $clk_io_pct] -clock clk0 [all_outputs]
==> run summary <==
Results of an implementation run.

The number of maximum-capacitance violations is 0. The largest registers in the layout are d.q_o x320. The checks that failed: setup timing. The vertical die dimension reported for this design is approximately 570 um.

The worst hold path class is primary input to async pin. Total global-route track usage over all layers is 19.2%. The synthesized netlist devotes 4.30% of its cell area to compound gates.

The worst-case max-slew headroom was logged as 51.0%. The simple-gate share of the synthesized area is 8.30%. Per the detailed placement report, the placed cell area equals approximately 0.064 mm^2. The cell count in the Yosys report is 3574. Buffers inserted during clock tree synthesis total 51.

The start of the worst register-to-register path is d.q_o[69]. Compared with the post-synthesis result, the final layout area differs by 97.6%. Summing the areas of all fa, ha and maj instances in the mapped netlist gives 7.45% of the synthesized area. The register with the most flip-flops in the final layout is d.q_o.

The longest clock path from root to sink contains 3 buffers. The distinct cell type count after synthesis is 50. The flip-flop count of the largest register after layout is 320.

Entering global routing, the biggest net connects between 80 and 90 pins. Post-route period utilization is reported as 102%.

The iteration count recorded for the first detailed-route pass is 7. Leaving out fill and tap cells, the most frequent cells in the layout are sky130_fd_sc_hd__buf_4 (1474), sky130_fd_sc_hd__clkdlybuf4s50_1 (853), sky130_fd_sc_hd__xnor2_1 (797). The residual DRC count is 0. The setup check on the worst reg-to-reg path leaves a slack of -0.01 ns. The minimum clock period is 2.87 ns.

The routability-driven placement congestion ratio is between 1 and 1.5. The yosys synthesis warning count is 0. The clock-pin slew reported for the worst setup and hold paths after clock tree synthesis is 0.06 ns. The depth of the worst register-to-register path is 10. The initial utilization of the core area, before any placement, comes to 11.6%. The max-slew violation total from the final report is 0. Synthesis produced a netlist whose cell count is between 3000 and 4000.

The OpenROAD report gives the critical path a required time of 3.43 ns. The count of boundary I/O pins is 906. In the synthesis report, Yosys lists the chip area as ~0.035 mm^2.

The number of global-route vias before repair came to 38400. The portion of synthesized area spent on multiplexers is between 10% and 20%. The critical path capture point is d.q_o[2]. The layout summary lists the proportion of cells stronger than drive strength 1 as approximately 45%. Per the detail_route report, the via count comes to 37800. Measured along the x axis, the die boundary spans 572 um.

The initial antenna violation count was 153. Per the log, the first TritonRoute iteration ended with a DRC count of 2127. Per the cell usage report, the commonest logic cell in the layout is sky130_fd_sc_hd__buf_4. Per the CTS log, the root buffer master is sky130_fd_sc_hd__clkbuf_16. Among the non-sequential cells, XOR/XNOR gates take the most area.

STA lists the maximum fanout along the critical path as 6. Adding up every negative setup slack in the final design gives -0.174 ns. The capture instance of the worst register-to-register path is d.q_o[222]. The post-synthesis area per instance is 9.87 um^2. The area inside the core boundary is roughly 0.30 mm^2. The global-route congestion overflow total is 0.

Per the timing report, the achievable frequency comes out to 0.349 GHz. The final-report setup violation count is 5. The endpoint type of the worst setup path is a register. STA classifies the critical path startpoint as a primary input. Per the synthesis report, the dominant area consumer among library cells is sky130_fd_sc_hd__xnor2_1. The clock reaches the later pin of the worst-skew pair after 0.74 ns. The number of register bits inferred by synthesis is 320.

The placement row count is 202. In the post-synthesis netlist, the biggest area contributors are sky130_fd_sc_hd__xnor2_1 (24%), sky130_fd_sc_hd__dfrtp_1 (23%), sky130_fd_sc_hd__mux2i_1 (11%). The xor/xnor cell area share of the yosys netlist is 33.6%.

The area fraction of the largest cell type after synthesis is 23.7%. The summed area of non-filler cells in the final layout is 0.0697 mm^2. The routed design shows a wire length per standard cell of 31.4 um. The number of warnings in the stage logs is 92. For reference, the final report shows the hold violation count at 0.

The portion of the post-synthesis area used by sequential elements is 22.7%. Looking at the max-slew report, the worst-margin pin has a slew of 0.734 ns. For reference, the critical path is launched at selectionp_i. Port buffering added 905 buffers. The first global-routing pass estimated 399000 um of wire. After layout, the worst setup slack is -0.0685 ns.

The post-route utilization of the core is recorded as approximately 23%. The clock drives 320 sinks. Setup repair after global routing could not meet its margin everywhere. The number of levels in the clock H-tree is 2. The run finished, with violations left. The startpoint-to-endpoint class of the critical path is primary input to register. The mapped cell area is ~0.035 mm^2. Data on the critical path arrives at its endpoint at 3.50 ns.

The CTS tree is done. The remaining antenna violation count after routing is 0. The half-perimeter wire length after placement is 285000 um. Dividing the detail-routed via count by the number of cells gives 3.71.

The final timing report lists clock skew as 0.0530 ns. The area of the chip is 0.327 mm^2. After detailed routing, the total wire length is approximately 320000 um.
==> synth_stat cells, drive strengths merged <==
| library cell | instances |
|---|---|
| xnor3 | 7 |
| nand3 | 9 |
| nor4 | 2 |
| clkbuf | 62 |
| nor2 | 293 |
| and3 | 12 |
| o211ai | 1 |
| or4 | 5 |
| ha | 128 |
| nor2b | 63 |
| o21ai | 22 |
| dfrtp | 320 |
| nor3 | 21 |
| and3b | 7 |
| mux2 | 204 |
| a211oi | 2 |
| and2b | 1 |
| nand4 | 2 |
| mux2i | 428 |
| nand3b | 114 |
| a31oi | 2 |
| nand2 | 34 |
| xnor2 | 1030 |
| a21oi | 231 |
| o31ai | 1 |
| buf | 55 |
| nor3b | 4 |
| inv | 178 |
| or2 | 2 |
| xor3 | 4 |
| a2111oi | 3 |
| xor2 | 227 |
| nand2b | 2 |
| maj3 | 98 |
==> metal layers <==
layer | wire, um | GRT usage, % | vias up
met2 | 138000 | 28.8 | 1594
met1 | 124000 | 22.9 | 18500
met4 | 19500 | 9.19 | 84
met5 | 517 | 0 | -
met3 | 38500 | 9.43 | 567
li1 | - | - | 17100
==> worst min-delay path by stage <==
stage     startpoint    endpoint
5_1_grt     resetb_i  d.q_o[166]
4_1_cts     resetb_i  d.q_o[166]
6_report    resetb_i  d.q_o[166]
==> metrics by stage <==
step | instances | worst slack (ns) | hold WS (ns)
3_3_place_gp | 9941 | -1.21 | 0.455
4_1_cts | 10100 | -0.0383 | 0.239
3_5_place_dp | 9941 | -1.21 | 0.453
2_1_floorplan | 3574 | -0.448 | 0.264
5_1_grt | 10200 | -0.0654 | 0.293
6_report | 10200 | -0.0685 | 0.278
==> what timing repair did <==
action,4_1_cts,5_1_grt
gates cloned,4,1
pin swaps,33,52
setup endpoints to repair,127,165
hold buffers,1,0
gates resized,295,220
hold endpoints to repair,14,0
buffers inserted,92,30
==> logic make-up after synthesis <==
group	count (synthesis)
buf+inv	295
mux	632
flops	320
fa+ha+maj	226
simple gates	571
compound gates	262
xor+xnor	1268
==> critical path, stage by stage <==
cell	delay [ns]
sky130_fd_sc_hd__buf_16	0.13
sky130_fd_sc_hd__buf_16	0.15
sky130_fd_sc_hd__buf_12	0.15
sky130_fd_sc_hd__buf_12	0.13
sky130_fd_sc_hd__buf_8	0.13
sky130_fd_sc_hd__mux2i_4	0.18
sky130_fd_sc_hd__xnor2_2	0.15
sky130_fd_sc_hd__buf_4	0.14
sky130_fd_sc_hd__buf_4	0.15
sky130_fd_sc_hd__xnor2_2	0.14
sky130_fd_sc_hd__buf_4	0.15
sky130_fd_sc_hd__a21oi_4	0.19
sky130_fd_sc_hd__buf_6	0.15
sky130_fd_sc_hd__buf_4	0.13
sky130_fd_sc_hd__xnor2_1	0.10
sky130_fd_sc_hd__xnor2_2	0.48
sky130_fd_sc_hd__mux2_4	0.24
==> area by class of cell <==
type                       count  area (um^2)
sequential                   320         8070
inverter                     178          673
antenna                       62          155
tap                         3978         4980
fill                       32200       233000
clock buffer                  64         1410
clock inverter                31          412
multi-input combinational   2959        29400
timing repair buffer        2612        24600
